[./design.v]
module fadeR #(
    parameter INC_DEC_INTERVAL = 12000,      
    parameter INC_DEC_MAX = 200,             
    parameter PWM_INTERVAL = 1200,           
    parameter INC_DEC_VAL = PWM_INTERVAL / INC_DEC_MAX
)(
    input logic clk, 
    output logic [$clog2(PWM_INTERVAL) - 1:0] pwm_valueR
);
    localparam PWM_INC = 1'b0;
    localparam PWM_DEC = 1'b1;
    logic current_stateR = PWM_INC;
    logic next_stateR;
    logic [$clog2(PWM_INTERVAL) - 1:0] pwm_countR = 0;
    logic [$clog2(INC_DEC_INTERVAL) - 1:0] countR = 0;
    logic [$clog2(INC_DEC_MAX) - 1:0] inc_dec_countR = 0;
    logic time_to_inc_decR = 1'b0;
    logic time_to_transitionR = 1'b0;
    initial begin
        pwm_valueR = 0;
    end
    always_ff @(posedge time_to_transitionR)
        current_stateR <= next_stateR;
    always_comb begin
        next_stateR = 1'bx;
        case (current_stateR)
            PWM_INC:
                next_stateR = PWM_DEC;
            PWM_DEC:
                next_stateR = PWM_INC;
        endcase
    end
    always_ff @(posedge clk) begin
        if (countR == INC_DEC_INTERVAL - 1) begin
            countR <= 0;
            time_to_inc_decR <= 1'b1;
        end
        else begin
            countR <= countR + 1;
            time_to_inc_decR <= 1'b0;
        end
    end
    always_ff @(posedge time_to_inc_decR) begin
        case (current_stateR)
            PWM_INC:
                pwm_valueR <= pwm_valueR + INC_DEC_VAL;
            PWM_DEC:
                pwm_valueR <= pwm_valueR - INC_DEC_VAL;
        endcase
    end
    always_ff @(posedge time_to_inc_decR) begin
        if (inc_dec_countR == INC_DEC_MAX - 1) begin
            inc_dec_countR <= 0;
            time_to_transitionR <= 1'b1;
        end
        else begin
            inc_dec_countR <= inc_dec_countR + 1;
            time_to_transitionR <= 1'b0;
        end
    end
endmodule
module fadeG #(
    parameter INC_DEC_INTERVAL = 12000,      
    parameter INC_DEC_MAX = 200,             
    parameter PWM_INTERVAL = 1200,           
    parameter INC_DEC_VAL = PWM_INTERVAL / INC_DEC_MAX
)(
    input logic clk, 
    output logic [$clog2(PWM_INTERVAL) - 1:0] pwm_valueG
);
    localparam PWM_INC = 1'b0;
    localparam PWM_DEC = 1'b1;
    logic current_stateG = PWM_INC;
    logic next_stateG;
    logic [$clog2(PWM_INTERVAL) - 1:0] pwm_countG = 0;
    logic [$clog2(INC_DEC_INTERVAL) - 1:0] countG = 0;
    logic [$clog2(INC_DEC_MAX) - 1:0] inc_dec_countG = 67;
    logic time_to_inc_decG = 1'b0;
    logic time_to_transitionG = 1'b0;
    initial begin
        pwm_valueG = 0;
    end
    always_ff @(posedge time_to_transitionG)
        current_stateG <= next_stateG;
    always_comb begin
        next_stateG = 1'bx;
        case (current_stateG)
            PWM_INC:
                next_stateG = PWM_DEC;
            PWM_DEC:
                next_stateG = PWM_INC;
        endcase
    end
    always_ff @(posedge clk) begin
        if (countG == INC_DEC_INTERVAL - 1) begin
            countG <= 0;
            time_to_inc_decG <= 1'b1;
        end
        else begin
            countG <= countG + 1;
            time_to_inc_decG <= 1'b0;
        end
    end
    always_ff @(posedge time_to_inc_decG) begin
        case (current_stateG)
            PWM_INC:
                pwm_valueG <= pwm_valueG + INC_DEC_VAL;
            PWM_DEC:
                pwm_valueG <= pwm_valueG - INC_DEC_VAL;
        endcase
    end
    always_ff @(posedge time_to_inc_decG) begin
        if (inc_dec_countG == INC_DEC_MAX - 1) begin
            inc_dec_countG <= 0;
            time_to_transitionG <= 1'b1;
        end
        else begin
            inc_dec_countG <= inc_dec_countG + 1;
            time_to_transitionG <= 1'b0;
        end
    end
endmodule
module fadeB #(
    parameter INC_DEC_INTERVAL = 12000,      
    parameter INC_DEC_MAX = 200,             
    parameter PWM_INTERVAL = 1200,           
    parameter INC_DEC_VAL = PWM_INTERVAL / INC_DEC_MAX
)(
    input logic clk, 
    output logic [$clog2(PWM_INTERVAL) - 1:0] pwm_valueB
);
    localparam PWM_INC = 1'b0;
    localparam PWM_DEC = 1'b1;
    logic current_stateB = PWM_INC;
    logic next_stateB;
    logic [$clog2(PWM_INTERVAL) - 1:0] pwm_countB = 0;
    logic [$clog2(INC_DEC_INTERVAL) - 1:0] countB = 0;
    logic [$clog2(INC_DEC_MAX) - 1:0] inc_dec_countB = 133;
    logic time_to_inc_decB = 1'b0;
    logic time_to_transitionB = 1'b0;
    initial begin
        pwm_valueB = 0;
    end
    always_ff @(posedge time_to_transitionB)
        current_stateB <= next_stateB;
    always_comb begin
        next_stateB = 1'bx;
        case (current_stateB)
            PWM_INC:
                next_stateB = PWM_DEC;
            PWM_DEC:
                next_stateB = PWM_INC;
        endcase
    end
    always_ff @(posedge clk) begin
        if (countB == INC_DEC_INTERVAL - 1) begin
            countB <= 0;
            time_to_inc_decB <= 1'b1;
        end
        else begin
            countB <= countB + 1;
            time_to_inc_decB <= 1'b0;
        end
    end
    always_ff @(posedge time_to_inc_decB) begin
        case (current_stateB)
            PWM_INC:
                pwm_valueB <= pwm_valueB + INC_DEC_VAL;
            PWM_DEC:
                pwm_valueB <= pwm_valueB - INC_DEC_VAL;
        endcase
    end
    always_ff @(posedge time_to_inc_decB) begin
        if (inc_dec_countB == INC_DEC_MAX - 1) begin
            inc_dec_countB <= 0;
            time_to_transitionB <= 1'b1;
        end
        else begin
            inc_dec_countB <= inc_dec_countB + 1;
            time_to_transitionB <= 1'b0;
        end
    end
endmodule
module pwmR #(
    parameter PWM_INTERVAL = 1200        
)(
    input logic clk, 
    input logic [$clog2(PWM_INTERVAL) - 1:0] pwm_valueR, 
    output logic pwm_outR
);
    logic [$clog2(PWM_INTERVAL) - 1:0] pwm_countR = 0;
    always_ff @(posedge clk) begin
        if (pwm_countR == PWM_INTERVAL - 1) begin
            pwm_countR <= 0;
        end
        else begin
            pwm_countR <= pwm_countR + 1;
        end
    end
    assign pwm_outR = (pwm_countR > pwm_valueR) ? 1'b0 : 1'b1;
endmodule
module pwmG #(
    parameter PWM_INTERVAL = 1200        
)(
    input logic clk, 
    input logic [$clog2(PWM_INTERVAL) - 1:0] pwm_valueG, 
    output logic pwm_outG
);
    logic [$clog2(PWM_INTERVAL) - 1:0] pwm_countG = 0;
    always_ff @(posedge clk) begin
        if (pwm_countG == PWM_INTERVAL - 1) begin
            pwm_countG <= 0;
        end
        else begin
            pwm_countG <= pwm_countG + 1;
        end
    end
    assign pwm_outG = (pwm_countG > pwm_valueG) ? 1'b0 : 1'b1;
endmodule
module pwmB #(
    parameter PWM_INTERVAL = 1200        
)(
    input logic clk, 
    input logic [$clog2(PWM_INTERVAL) - 1:0] pwm_valueB, 
    output logic pwm_outB
);
    logic [$clog2(PWM_INTERVAL) - 1:0] pwm_countB = 0;
    always_ff @(posedge clk) begin
        if (pwm_countB == PWM_INTERVAL - 1) begin
            pwm_countB <= 0;
        end
        else begin
            pwm_countB <= pwm_countB + 1;
        end
    end
    assign pwm_outB = (pwm_countB > pwm_valueB) ? 1'b0 : 1'b1;
endmodule
module top #(
    parameter PWM_INTERVAL = 1200        
)(
    input logic     clk, 
    output logic    RGB_R,
    output logic    RGB_G,
    output logic    RGB_B
);
    logic [$clog2(PWM_INTERVAL) - 1:0] pwm_valueR;
    logic pwm_outR;
    logic [$clog2(PWM_INTERVAL) - 1:0] pwm_valueG;
    logic pwm_outG;
    logic [$clog2(PWM_INTERVAL) - 1:0] pwm_valueB;
    logic pwm_outB;
    fadeR #(
        .PWM_INTERVAL   (PWM_INTERVAL)
    ) u0R (
        .clk            (clk), 
        .pwm_valueR      (pwm_valueR)
    );
    pwmR #(
        .PWM_INTERVAL   (PWM_INTERVAL)
    ) u1R (
        .clk            (clk), 
        .pwm_valueR      (pwm_valueR), 
        .pwm_outR        (pwm_outR)
    );
    fadeG #(
        .PWM_INTERVAL   (PWM_INTERVAL)
    ) u0G (
        .clk            (clk), 
        .pwm_valueG      (pwm_valueG)
    );
    pwmG #(
        .PWM_INTERVAL   (PWM_INTERVAL)
    ) u1G (
        .clk            (clk), 
        .pwm_valueG      (pwm_valueG), 
        .pwm_outG        (pwm_outG)
    );
    fadeB #(
        .PWM_INTERVAL   (PWM_INTERVAL)
    ) u0B (
        .clk            (clk), 
        .pwm_valueB      (pwm_valueB)
    );
    pwmB #(
        .PWM_INTERVAL   (PWM_INTERVAL)
    ) u1B (
        .clk            (clk), 
        .pwm_valueB      (pwm_valueB), 
        .pwm_outB        (pwm_outB)
    );
    assign {RGB_R} = ~pwm_outR;
    assign {RGB_G} = ~pwm_outG;
    assign {RGB_B} = ~pwm_outB;
endmodule
[./run.sh]
#!/bin/bash
# OpenROAD 26Q1-2900-gdf79404cd8, Yosys 0.63+post, stock flow scripts
make -C /OpenROAD-flow-scripts/flow DESIGN_CONFIG=/design/flow/config.mk WORK_HOME=/design/flow/orfs finish
[./config.mk]
export PLATFORM = sky130hd
export DESIGN_NAME = top
export DESIGN_NICKNAME = top
export VERILOG_FILES = /design/flow/design.v
export SDC_FILE = /design/flow/constraint.sdc
export NUM_CORES = 4
export LEC_CHECK = 1
export CORE_UTILIZATION = 40
[./constraint.sdc]
current_design top

set clk_period 2.4
set clk_io_pct 0.2

create_clock -name clk0 -period $clk_period [get_ports {clk}]

set non_clock_inputs [all_inputs -no_clocks]
set_input_delay [expr $clk_period * $clk_io_pct] -clock clk0 $non_clock_inputs
set_output_delay [expr $clk_period * $clk_io_pct] -clock clk0 [all_outputs]
==> changes_impl.md <==
## Flow update

- Status: complete, no violations
- Via count: between 4,000 and 5,000
- Setup-failing EPs final: 0
- Core area: 0.0159 sq mm
- Gr ovfl total: 0
- Mean Syn Cell Area: between 9 and 10 sq um
- Leak Pwr: 3.01 nW
- Hold Crit Depth: 1
- Power, Total: 0.00265 W
- Die Y: around 130 um
- Setup WS pre-CTS: about 0.21 ns
- Post-synthesis cell count: 704
- Cells in synth_stat.txt: 704
- Post-layout period usage of the worst path: 92.8%
- TritonRoute pass-1 iters: 4
- Row cnt: 46
- Detailed Route WL: 9770 um
- Post-synth cell types: approximately 47
- Highest clock rate: 449 MHz
- R2r endpoint: u0G.countG[11]
- VDD IR max: 0.000240 V
- Clock tree from TritonCTS: done
- Worst Tran Pin Value: 0.672 ns
- Global-route wire length before repair: 18,000 um
- Largest net degree at the start of global routing: 20
- Die width: between 100 and 150 um
- Hold Fails Final Rpt: 0
- Share of layout cells above drive strength 1: under 10%
- Sum Neg Setup Slack: 0 ns
- CTS Hold Bufs: 0
- Clock Tree Buf Depth: 2
- Core Util at FP: 41.2%
- Min cycle time layout: 2.23 ns
- Routability Congestion: between 0.8 and 0.9
- Clk root buf: clkbuf_16
- Slew HR: 54.8%
- Crit end category: output port
- Endpoints left unconstrained: 60
- Min-delay src: u0R.countR[0]
- TritonCTS Buffers: 9
- Residual DRC count: 0
- Post-route setup slack: 0.172 ns
- P per Cell Area: between 300 and 400 mW/mm^2
- Area delta synth->final: 11.2%
- Post-synth top flop: dfxtp_1
- I/O Buffers: 3
- Vias per inst: around 4.8
- Worst-path clk slew: ~0.060 ns
- Most instantiated logic cells after routing: dfxtp_1 (129), nor2_1 (79), inv_1 (58)
- Mapped Area: 0.00658 sq mm
- Sequential fraction of the synthesis area: 42.0%
- Area reported by Yosys stat: 0.00658 sq mm
- Final non-filler cell total: 941
- Number of global-route vias before repair: around 4,300
- Crit Path Class: reg -> out
- CP Launch Type: flip-flop
- CP arrival: 1.75 ns
- Worst Path Required: 1.92 ns
- Registers, synthesis: 138
- Worst R2R Start: u0G.countG[0]
- Chip area: 0.0170 sq mm
- Fraction of registers with async set/reset: 0%
- Worst hold path type: reg -> reg
- GRT Total Usage: 12.7%
- Placed cell count: 920
- Commonest Layout Cell: dfxtp_1
- Crit path max fanout: 6
- Worst r2r path cells: 7
- R2r setup slk: 0.37 ns
- RSZ-0062 raised after global routing: false
- Latency at later pin: 0.32 ns
- Clock skew: 0.00782 ns
- H-tree lvl count: 3
- Register pins left without a clock: 60
- Post-DR wirelength/cell: 10.4 um
- Antenna cells: 0
- Initial antenna violation count: 0
- Tool warnings: 25
- EDFF count, synth: 0
- Final Max Tran Viols: 0
- MaxCap Viol Count: 0
- HPWL Detailed: 7420 um
- Synth Warn #: 6
- Number of I/O pins: 4
- DRT antenna net count: 0
- Hold-critical path endpoint: u0R.countR[0]
- Initial DRC Count: about 210
-- power breakdown --
group,internal [W],leakage (nW),switching [W],total [W]
clock,0.000838,0.141,0.000522,0.00136
combinational,0,1.75,0,0.00000000175
sequential,0.00129,1.12,0,0.00129
-- layer usage --
layer  share of wire [%]  up-vias  GRT usage [%]
li1                    -     2438              -
met1                  55     2039           19.9
met2                  43       24           20.2
met3                 1.5        7           1.17
met4                0.93        0           1.50
met5                   0        -              0
-- registers in the layout, summed over array words and instances, names as in the netlist --
signal,cells
u0G.time_to_transitionG,1
u1R.pwm_countR,11
u0R.pwm_valueR,10
u0R.inc_dec_countR,8
u1G.pwm_countG,11
u0G.pwm_valueG,10
u0R.countR,14
u0B.pwm_valueB,10
u0G.time_to_inc_decG,1
u0B.time_to_inc_decB,1
u0R.current_stateR,1
u0R.time_to_inc_decR,1
u0R.time_to_transitionR,1
u0B.inc_dec_countB,8
u0G.countG,14
u1B.pwm_countB,11
u0B.countB,14
u0G.current_stateG,1
u0B.current_stateB,1
u0B.time_to_transitionB,1
u0G.inc_dec_countG,8
-- cells by family after synthesis --
family	after synthesis	synth area share [%]
simple gates	250	18.8
flops	138	42.0
xor+xnor	98	13.1
compound gates	85	9.02
fa+ha+maj	66	12.9
buf+inv	64	3.73
mux	3	0.457
-- cell type report --
cell class                 instances  area, sq um
clock buffer                      10          239
clock inverter                     6         70.1
fill                            1437         8630
inverter                          58          218
multi-input combinational        502         3640
sequential                       138         2780
tap                              216          270
timing repair buffer              11         86.3
-- critical path, stage by stage, from the launching register on --
cell and delay (ns):
dfxtp_2 0.36, ha_4 0.28, nand4_1 0.12, buf_4 0.15, nor3_1 0.19, a21oi_1 0.10, dlygate4sd2_1 0.24
-- how the worst max path moves through the flow --
stage | start | to | slack (ns) | cells past startpoint
5_1_grt | u1B.pwm_countB[8] | RGB_B | 0.04 | 6
6_report | u1R.pwm_countR[6] | RGB_R | 0.17 | 6
4_1_cts | u1G.pwm_countG[4] | RGB_G | 0.17 | 7
-- what timing repair did --
action / 4_1_cts / 5_1_grt
setup buffers: 5 / 0
gates resized: 22 / 0
endpoints found under the setup margin: 3 / 0
-- synth_stat cells, types with 2 or more instances --
master       n  area [sq um]
xor2_1      43           377
nand4_1     15          93.8
and3_1      17           106
xnor2_1     55           482
and2_1       3          18.8
o21ai_1      4          20.0
nor3b_1      2          15.0
nor4b_1      5          43.8
nand2_1     37           139
buf_2        4          20.0
a2111oi_4    3          82.6
clkbuf_1     2          7.51
and3_4       2          22.5
o21bai_1     4          30.0
ha_1        63           788
dfxtp_1    138          2760
o21ai_0      7          35.0
nand2b_1     3          18.8
o221ai_1     3          26.3
nor2b_1      9          56.3
nand3b_1     2          15.0
nor2_1      79           297
nor4_1       3          18.8
o211ai_1     3          22.5
fa_1         3          60.1
nor3_1      15          75.1
a21oi_1     40           200
nand3_1     49           245
o21a_1       2          15.0
and4_1       2          17.5
inv_1       58           218
mux2i_1      3          30.0
a21o_1      12          90.1
-- metrics by stage --
| step | utilization (%) | area (sq um) | hold WS [ns] |
|---|---|---|---|
| after CTS | 45.9 | 7310 | 0.471 |
| after detailed placement | 43.1 | 6870 | 0.456 |
| final | 45.9 | 7310 | 0.463 |
| after floorplan | - | 6580 | 0.426 |
| after global placement | 43.1 | 6870 | 0.440 |
| after global routing | 45.9 | 7310 | 0.492 |
Power and IR drop assume default switching activity.
